==> ./design.v <==
module task1(clk, rst, x, y, p);
    parameter size = 32;
    input clk, rst;
    input y;
    input[size-1:0] x;
    output p;
    wire[size-1:1] pp;
    wire[size-1:0] xy;
    genvar i;
    CSADD csa0 (.clk(clk), .rst(rst), .x(x[0]&y), .y(pp[1]), .sum(p));
    generate for(i=1; i<size-1; i=i+1) begin
        CSADD csa (.clk(clk), .rst(rst), .x(x[i]&y), .y(pp[i+1]), .sum(pp[i]));
    end endgenerate
    TCMP tcmp (.clk(clk), .rst(rst), .a(x[size-1]&y), .s(pp[size-1]));
endmodule
module TCMP(clk, rst, a, s);
    input clk, rst;
    input a;
    output reg s;
    reg z;
    always @(posedge clk or posedge rst) begin
        if (rst) begin
            s <= 1'b0;
            z <= 1'b0;
        end
        else begin
            z <= a | z;
            s <= a ^ z;
        end
    end
endmodule
module CSADD(clk, rst, x, y, sum);
    input clk, rst;
    input x, y;
    output reg sum;
    reg sc;
    wire hsum1, hco1;
    assign hsum1 = y ^ sc;
    assign hco1 = y & sc;
    wire hsum2, hco2;
    assign hsum2 = x ^ hsum1;
    assign hco2 = x & hsum1;
    always @(posedge clk or posedge rst) begin
        if (rst) begin
            sum <= 1'b0;
            sc <= 1'b0;
        end
        else begin
            sum <= hsum2;
            sc <= hco1 ^ hco2;
        end
    end
endmodule
==> ./run.sh <==
#!/bin/bash
# OpenROAD 26Q1-2900-gdf79404cd8, Yosys 0.63+post, stock flow scripts
make -C /OpenROAD-flow-scripts/flow DESIGN_CONFIG=/design/flow/config.mk WORK_HOME=/design/flow/orfs finish
==> ./config.mk <==
export PLATFORM = sky130hd
export DESIGN_NAME = task1
export DESIGN_NICKNAME = task1
export VERILOG_FILES = /design/flow/design.v
export SDC_FILE = /design/flow/constraint.sdc
export NUM_CORES = 4
export LEC_CHECK = 1
export CORE_UTILIZATION = 50
==> ./constraint.sdc <==
current_design task1

set clk_period 1.2
set clk_io_pct 0.2

create_clock -name clk0 -period $clk_period [get_ports {clk}]

set non_clock_inputs [all_inputs -no_clocks]
set_input_delay [expr $clk_period * $clk_io_pct] -clock clk0 $non_clock_inputs
set_output_delay [expr $clk_period * $clk_io_pct] -clock clk0 [all_outputs]
==> run notes <==
impl run done, here's what came out: outcome=complete, no violations, CP Capture Type=register, die width=72.12 µm, leakage power=1.419 nW, vias=1126, most frequent logic cell in the layout=dfrtp_1, most common logic cells in the final layout=64 x dfrtp_1, 33 x clkdlybuf4s50_1, 31 x fa_1, vias in the first global route=1300, FF-to-FF setup slack=190 ps, Slew HR=86.27%, TritonCTS Buffers=9, Post-Route Setup TNS=0 ps, DP Wirelength=1949 µm, share of cells above drive strength 1=9.730%, Peak Freq=849.8 MHz, # rows=25, crit path DAT=1380 ps, Period minus WS final=1177 ps, Setup crit start kind=input port, DRC=0, Crit Path Class=in2reg, Max FO, Critical Path=16, TritonCTS clock tree=built, switching power share of the total=26.20%, Worst R2R Start=genblk1[9].csa.sc$_DFF_PP0_, Setup-failing EPs final=0, Overall Global Routing Usage=16.94%, Sequential Power Share=58.5%, Max Root-Sink Buffers=2, Tcrit/Tclk final=98.06%, CP required=1400 ps, tool warnings=26, Pint=4.618 mW, H-tree Lvls=3, vias per cell=4.468, switching pwr=1.640 mW, Antenna Cells=0, wirelength, routed=3098 µm, clk sinks=64, Final GP Congestion=0.7445, port bufs=35, Die ar.=5201 µm², peak supply drop=1138 µV, Late-Pin Clk Latency=330 ps, Comb pwr share=16.6%, worst min-delay path class=in2async, Chip Area, Yosys=2459 µm², initial antenna violation count=0, register area share after synthesis=65.14%, RSZ-0062 raised after global routing=false, Fin. Hold Viols=0, Cell Area, Synth=2459 µm², postcts setup bufs=0, largest net degree at the start of global routing=41, cells on worst reg2reg path=1, Clock Root Buffer=clkbuf_8, core area=4723 µm², ys flops=64, first-pass detailed-route iteration total=4, Critical R2R Capture=genblk1[9].csa.sum$_DFF_PP0_, fin. max-slew vios=0, post-route ant nets=0, first-pass GRT wire length=6072 µm, cells in synth_stat.txt=134, hold_buf cts=0, P&R area growth vs syn=27.84%, Clk network pwr share=25.0%, Worst-path clk slew=60 ps, Core Util, Final=66.54%, yosys warns=2, Power Dens Cells=1991 nW/µm², Syn Area/Cell=18.35 µm², placed cells=236, synthesized instance count=134, fp_density=52.05%, grt ovf=0, Final Non-Filler Cells=252, Top Ports=36, Final Skew=2.283 ps, DRT iter0 DRCs=63, wire per inst=12.29 µm, total power=6.258 mW, Die Ht=72.12 µm, Cell Type Count=8, max-cap viol count=0, worst-margin pin slew=205.9 ps
how the worst max path moves through the flow:
| stage | depth (start not counted) | slack (ps) | start | to |
|---|---|---|---|---|
| 5_1_grt | 4 | 2 | y | genblk1[22].csa.sum$_DFF_PP0_ |
| 6_report | 4 | 20 | y | genblk1[13].csa.sum$_DFF_PP0_ |
| 4_1_cts | 4 | 30 | y | genblk1[25].csa.sum$_DFF_PP0_ |
synthesized netlist by cell type:
cell      instances  area (µm²)
and2_1           31       193.9
buf_2             1       5.000
clkbuf_2          2       10.01
dfrtp_1          64        1602
fa_1             31       620.6
ha_1              1       12.51
inv_1             3       11.26
nand2_1           1       3.750
final cells by class:
class                      count  area (µm²)
timing repair buffer          39       442.9
clock buffer                  15       166.4
sequential                    64        1602
inverter                       3       15.01
multi-input combinational     64       833.3
tap                           67       83.83
fill                         321        1580
cell families (layout without fill, tap and decap cells):
kind of cell | count (synthesis) | in the layout | share of synthesized area, %
fa+ha+maj | 32 | 32 | 25.75
buf+inv | 6 | 57 | 1.068
flops | 64 | 64 | 65.14
simple gates | 32 | 32 | 8.041
state kept, by name (all words and copies together), names as in the netlist:
register / flops
tcmp.s: 1
csa0.sum: 1
csa0.sc: 1
genblk1.csa.sc: 30
tcmp.z: 1
genblk1.csa.sum: 30
worst max-delay path: stages:
cell	delay, ps
clkdlybuf4s15_2	220
bufbuf_16	290
and2_1	160
fa_1	470
power by group through the flow:
stage | Combinational, mW | Clock, mW | Sequential (mW)
finish | 1.04 | 1.56 | 3.66
CTS | 1.11 | 1.63 | 3.69
global route | 1.35 | 1.74 | 3.81
what timing repair did:
item,CTS,global route
endpoints found under the setup margin,53,1
gates cloned,1,0
gates resized,4,1
per-stage QoR:
step | worst slack [ps] | hold WS, ps | cell area (µm²)
3_3_place_gp | -448.0 | 498.8 | 2942
4_1_cts | 25.71 | 311.6 | 3141
3_5_place_dp | -473.5 | 505.6 | 2942
6_report | 23.31 | 319.1 | 3143
2_1_floorplan | 91.56 | 371.3 | 2462
5_1_grt | 1.788 | 325.0 | 3143
layer usage:
layer	part of all wire [%]	wire length (µm)	track usage (%)	vias up
met5	0	0	0	-
met4	1.2	37	1.961	0
met3	8.2	254	7.324	4
met2	46	1419	23.26	41
met1	45	1386	29.86	582
li1	-	-	-	499
Power is estimated from default activity; no workload was simulated.
